`./run.sh`:
```
#!/bin/bash
# OpenROAD 26Q1-2900-gdf79404cd8, Yosys 0.63+post, stock flow scripts
make -C /OpenROAD-flow-scripts/flow DESIGN_CONFIG=/design/flow/config.mk WORK_HOME=/design/flow/orfs finish
```
`./config.mk`:
```
export PLATFORM = sky130hd
export DESIGN_NAME = Project6
export DESIGN_NICKNAME = Project6
export VERILOG_FILES = /design/flow/design.v
export SDC_FILE = /design/flow/constraint.sdc
export NUM_CORES = 4
export LEC_CHECK = 1
export CORE_UTILIZATION = 30
export SYNTH_HDL_FRONTEND = slang
```
`./constraint.sdc`:
```
current_design Project6

set clk_period 3.5
set clk_io_pct 0.2

create_clock -name clk0 -period $clk_period [get_ports {clk}]

set non_clock_inputs [all_inputs -no_clocks]
set_input_delay [expr $clk_period * $clk_io_pct] -clock clk0 $non_clock_inputs
set_output_delay [expr $clk_period * $clk_io_pct] -clock clk0 [all_outputs]
```
`./design.v`:
```
module ALU(a,b,d,S,V,Cin,Cout);
	input [31:0] a,b;
	output [31:0] d;
	input [2:0] S;
	output Cout, V;
	input Cin;
	wire [31:0] g,p,C;
	wire Gout, Pout;
	alu2b zero(a[0], b[0], d[0], S, g[0], p[0], C[0]);
	alu2b one(a[1], b[1], d[1], S, g[1], p[1], C[1]);
	alu2b two(a[2], b[2], d[2], S, g[2], p[2], C[2]);
	alu2b three(a[3], b[3], d[3], S, g[3], p[3], C[3]);
	alu2b four(a[4], b[4], d[4], S, g[4], p[4], C[4]);
	alu2b five(a[5], b[5], d[5], S, g[5], p[5], C[5]);
	alu2b six(a[6], b[6], d[6], S, g[6], p[6], C[6]);
	alu2b seven(a[7], b[7], d[7], S, g[7], p[7], C[7]);
	alu2b eight(a[8], b[8], d[8], S, g[8], p[8], C[8]);
	alu2b nine(a[9], b[9], d[9], S, g[9], p[9], C[9]);
	alu2b ten(a[10], b[10], d[10], S, g[10], p[10], C[10]);
	alu2b eleven(a[11], b[11], d[11], S, g[11], p[11], C[11]);
	alu2b twelve(a[12], b[12], d[12], S, g[12], p[12], C[12]);
	alu2b thirteen(a[13], b[13], d[13], S, g[13], p[13], C[13]);
	alu2b fourteen(a[14], b[14], d[14], S, g[14], p[14], C[14]);
	alu2b fifteen(a[15], b[15], d[15], S, g[15], p[15], C[15]);
	alu2b sixteen(a[16], b[16], d[16], S, g[16], p[16], C[16]);
	alu2b seventeen(a[17], b[17], d[17], S, g[17], p[17], C[17]);
	alu2b eighteen(a[18], b[18], d[18], S, g[18], p[18], C[18]);
	alu2b nineteen(a[19], b[19], d[19], S, g[19], p[19], C[19]);
	alu2b twenty(a[20], b[20], d[20], S, g[20], p[20], C[20]);
	alu2b twentyone(a[21], b[21], d[21], S, g[21], p[21], C[21]);
	alu2b twentytwo(a[22], b[22], d[22], S, g[22], p[22], C[22]);
	alu2b twentythree(a[23], b[23], d[23], S, g[23], p[23], C[23]);
	alu2b twentyfour(a[24], b[24], d[24], S, g[24], p[24], C[24]);
	alu2b twentyfive(a[25], b[25], d[25], S, g[25], p[25], C[25]);
	alu2b twentysix(a[26], b[26], d[26], S, g[26], p[26], C[26]);
	alu2b twentyseven(a[27], b[27], d[27], S, g[27], p[27], C[27]);
	alu2b twentyeight(a[28], b[28], d[28], S, g[28], p[28], C[28]);	
	alu2b twentynine(a[29], b[29], d[29], S, g[29], p[29], C[29]);
	alu2b thirty(a[30], b[30], d[30], S, g[30], p[30], C[30]);
	alu2b thirtyone(a[31], b[31], d[31], S, g[31], p[31], C[31]);
	lac32 lac(g, p, Cin, Gout, Pout, C);
	assign Cout = Gout | (Pout & Cin);
	assign V = Cout ^ C[31];
endmodule
module alu2b(a,b,sum,sel,g,p,Cin);
	input a,b,Cin;
	input [2:0] sel;
	output sum, g, p;
	reg sum;
	wire bint, cint;
	assign bint = b ^ sel[0];
	assign cint = Cin & sel[1];
	assign g = a & bint;
	assign p = a ^ bint;
	always @(*)
	begin
		case (sel)
			3'b000: sum = a ^ b; 
			3'b001: sum = ~(a ^ b); 
			3'b010: sum = p ^ cint; 
			3'b011: sum = p ^ cint; 
			3'b100: sum = a | b; 
			3'b101: sum = ~(a | b);
			3'b110: sum = a & b; 
			3'b111: sum = 0; 
		endcase
	end
endmodule
module lac2(g,p,Cin,Gout,Pout,C);
	input [1:0] g, p;
	input Cin;
	output Gout, Pout;
	output [1:0] C;
	assign Gout = (g[0] & p[1]) | g[1];
	assign Pout = p[0] & p[1];
	assign C[0] = Cin;
	assign C[1] = (p[0] & C[0]) | g[0];
endmodule
module lac4(g,p,Cin,Gout,Pout,C);
	input [3:0] g, p;
	input Cin;
	output Gout, Pout;
	output [3:0] C;
	wire [1:0] tempc;
	wire [1:0] tempg;
	wire [1:0] tempp;
	lac2 left(g[3:2], p[3:2], tempc[1], tempg[1], tempp[1], C[3:2]);
	lac2 right(g[1:0], p[1:0], tempc[0], tempg[0], tempp[0], C[1:0]);
	lac2 main(tempg, tempp, Cin, Gout, Pout, tempc);
endmodule
module lac8(g,p,Cin,Gout,Pout,C);
	input [7:0] g, p;
	input Cin;
	output Gout, Pout;
	output [7:0] C;
	wire [1:0] tempc;
	wire [1:0] tempg;
	wire [1:0] tempp;
	lac4 left(g[7:4], p[7:4], tempc[1], tempg[1], tempp[1], C[7:4]);
	lac4 right(g[3:0], p[3:0], tempc[0], tempg[0], tempp[0], C[3:0]);
	lac2 main(tempg, tempp, Cin, Gout, Pout, tempc);
endmodule
module lac16(g,p,Cin,Gout,Pout,C);
	input [15:0] g, p;
	input Cin;
	output Gout, Pout;
	output [15:0] C;
	wire [1:0] tempc;
	wire [1:0] tempg;
	wire [1:0] tempp;
	lac8 left(g[15:8], p[15:8], tempc[1], tempg[1], tempp[1], C[15:8]);
	lac8 right(g[7:0], p[7:0], tempc[0], tempg[0], tempp[0], C[7:0]);
	lac2 main(tempg, tempp, Cin, Gout, Pout, tempc);
endmodule
module lac32(g,p,Cin,Gout,Pout,C);
	input [31:0] g, p;
	input Cin;
	output Gout, Pout;
	output [31:0] C;
	wire [1:0] tempc;
	wire [1:0] tempg;
	wire [1:0] tempp;
	lac16 left(g[31:16], p[31:16], tempc[1], tempg[1], tempp[1], C[31:16]);
	lac16 right(g[15:0], p[15:0], tempc[0], tempg[0], tempp[0], C[15:0]);
	lac2 main(tempg, tempp, Cin, Gout, Pout, tempc);
endmodule
module DFF(D,clk,Q);
input D;  
input clk;  
output reg Q;  
always @(posedge clk) 
begin
 Q <= D; 
end 
endmodule 
module DFF3(D,clk,Q);
input [2:0] D;  
input clk;  
output reg [2:0] Q;  
always @(posedge clk) 
begin
 Q <= D; 
end 
endmodule 
module DFF32(D,clk,Q);
input [31:0] D;  
input clk;  
output reg [31:0] Q;  
always @(posedge clk) 
begin
 Q <= D; 
end 
endmodule 
module Decoder(a, q);
input [4:0]a;
output reg [31:0]q;
always @ (*)
begin 
	case(a)
	5'b00000: q=32'b0000_0000_0000_0000_0000_0000_0000_0001;
	5'b00001: q=32'b0000_0000_0000_0000_0000_0000_0000_0010;
	5'b00010: q=32'b0000_0000_0000_0000_0000_0000_0000_0100;
	5'b00011: q=32'b0000_0000_0000_0000_0000_0000_0000_1000;
	5'b00100: q=32'b0000_0000_0000_0000_0000_0000_0001_0000;
	5'b00101: q=32'b0000_0000_0000_0000_0000_0000_0010_0000;
	5'b00110: q=32'b0000_0000_0000_0000_0000_0000_0100_0000;
	5'b00111: q=32'b0000_0000_0000_0000_0000_0000_1000_0000;
	5'b01000: q=32'b0000_0000_0000_0000_0000_0001_0000_0000;
	5'b01001: q=32'b0000_0000_0000_0000_0000_0010_0000_0000;
	5'b01010: q=32'b0000_0000_0000_0000_0000_0100_0000_0000;
	5'b01011: q=32'b0000_0000_0000_0000_0000_1000_0000_0000;
	5'b01100: q=32'b0000_0000_0000_0000_0001_0000_0000_0000;
	5'b01101: q=32'b0000_0000_0000_0000_0010_0000_0000_0000;
	5'b01110: q=32'b0000_0000_0000_0000_0100_0000_0000_0000;
	5'b01111: q=32'b0000_0000_0000_0000_1000_0000_0000_0000;
	5'b10000: q=32'b0000_0000_0000_0001_0000_0000_0000_0000;
	5'b10001: q=32'b0000_0000_0000_0010_0000_0000_0000_0000;
	5'b10010: q=32'b0000_0000_0000_0100_0000_0000_0000_0000;
	5'b10011: q=32'b0000_0000_0000_1000_0000_0000_0000_0000;
	5'b10100: q=32'b0000_0000_0001_0000_0000_0000_0000_0000;
	5'b10101: q=32'b0000_0000_0010_0000_0000_0000_0000_0000;
	5'b10110: q=32'b0000_0000_0100_0000_0000_0000_0000_0000;
	5'b10111: q=32'b0000_0000_1000_0000_0000_0000_0000_0000;
	5'b11000: q=32'b0000_0001_0000_0000_0000_0000_0000_0000;
	5'b11001: q=32'b0000_0010_0000_0000_0000_0000_0000_0000;
	5'b11010: q=32'b0000_0100_0000_0000_0000_0000_0000_0000;
	5'b11011: q=32'b0000_1000_0000_0000_0000_0000_0000_0000;
	5'b11100: q=32'b0001_0000_0000_0000_0000_0000_0000_0000;
	5'b11101: q=32'b0010_0000_0000_0000_0000_0000_0000_0000;
	5'b11110: q=32'b0100_0000_0000_0000_0000_0000_0000_0000;
	5'b11111: q=32'b1000_0000_0000_0000_0000_0000_0000_0000;
	endcase
end
endmodule
module Mux21(A, B, sel, out);
input [31:0]A, B;
input sel;
output reg [31:0]out;
always @ (*)
begin 
case (sel)
1'b0: out = A;
1'b1: out = B;
endcase
end
endmodule
module Opcode(ibus,I,S,Cin);
input [31:0]ibus;
output reg I, Cin;
output reg [2:0]S;
always@(*)
begin
if (ibus[31:26] == 6'b000011) begin I = 1'b1; S = 3'b010; Cin = 1'b0; end
else if (ibus[31:26] == 6'b000010) begin I = 1'b1; S = 3'b011; Cin = 1'b1; end
else if (ibus[31:26] == 6'b000001) begin I = 1'b1; S = 3'b000; Cin = 1'b0; end
else if (ibus[31:26] == 6'b001111) begin I = 1'b1; S = 3'b110; Cin = 1'b0; end
else if (ibus[31:26] == 6'b001100) begin I = 1'b1; S = 3'b100; Cin = 1'b0; end
else if (ibus[31:26] == 6'b000000 && ibus[5:0] == 6'b000011) begin I = 1'b0; S = 3'b010; Cin = 1'b0; end
else if (ibus[31:26] == 6'b000000 && ibus[5:0] == 6'b000010) begin I = 1'b0; S = 3'b011; Cin = 1'b1; end
else if (ibus[31:26] == 6'b000000 && ibus[5:0] == 6'b000001) begin I = 1'b0; S = 3'b000; Cin = 1'b0; end
else if (ibus[31:26] == 6'b000000 && ibus[5:0] == 6'b000111) begin I = 1'b0; S = 3'b110; Cin = 1'b0; end
else if (ibus[31:26] == 6'b000000 && ibus[5:0] == 6'b000100) begin I = 1'b0; S = 3'b100; Cin = 1'b0; end
else begin I = 1'b0; S = 3'b111; Cin = 1'b0; end
end
endmodule
module Project6(ibus,clk,abus,bbus,dbus);
output [31:0] abus,bbus,dbus;
input [31:0] ibus;
input clk;
wire [31:0] Aselect,Bselect,Dselect,Dselect1;
wire [2:0] S;
wire Imm,Cin;
wire [31:0] bus,rs,rt,rd,signex32,sign2ex32;
wire I,Cin1;
wire [2:0] Sel;
wire [31:0] a1bus,b1bus,d1bus,a2bus,b2bus,d2bus,bbusout;
wire Cout,V;
DFF32 IF(ibus,clk,bus);
Decoder rs_decode(bus[25:21],rs);
Decoder rt_decode(bus[20:16],rt);
Decoder rd_decode(bus[15:11],rd);
Opcode op_decode(bus,I,Sel,Cin1);
RegisterFile register(Aselect,Bselect,Dselect,clk,a1bus,b1bus,d1bus);
assign Aselect = rs;
assign Bselect = rt;
Mux21 MuxDSel(rd,rt,I,Dselect1);
SignEx SExt(bus[15:0],signex32);
DFF32 DFFABus(a1bus,clk,abus);
DFF32 DFFBBus(b1bus,clk,b2bus);
DFF32 DFFSignEx(signex32,clk,sign2ex32);
DFF3 SOut(Sel,clk,S);
DFF ImmOut(I,clk,Imm);
DFF CinOut(Cin1,clk,Cin);
Mux21 MuxBBus(b2bus,sign2ex32,Imm,bbus);
ALU ALU0(abus,bbus,d2bus,S,V,Cin,Cout);
DFF32 DSelFF(Dselect1,clk,Dselect);
DFF32 DBusFF(d2bus,clk,dbus);
assign d1bus = dbus;
endmodule
module RegisterFile(Aselect, Bselect, Dselect, clk, abus, bbus, dbus);
input [31:0] Aselect, Bselect, Dselect, dbus;
input clk;
output [31:0] abus, bbus;
wire [31:0] R0Val = 32'b00000000000000000000000000000000;
oneWordx32bit R0(R0Val,Aselect[0],Bselect[0],Dselect[0],clk,abus,bbus);
oneWordx32bit R1(dbus,Aselect[1],Bselect[1],Dselect[1],clk,abus,bbus);
oneWordx32bit R2(dbus,Aselect[2],Bselect[2],Dselect[2],clk,abus,bbus);
oneWordx32bit R3(dbus,Aselect[3],Bselect[3],Dselect[3],clk,abus,bbus);
oneWordx32bit R4(dbus,Aselect[4],Bselect[4],Dselect[4],clk,abus,bbus);
oneWordx32bit R5(dbus,Aselect[5],Bselect[5],Dselect[5],clk,abus,bbus);
oneWordx32bit R6(dbus,Aselect[6],Bselect[6],Dselect[6],clk,abus,bbus);
oneWordx32bit R7(dbus,Aselect[7],Bselect[7],Dselect[7],clk,abus,bbus);
oneWordx32bit R8(dbus,Aselect[8],Bselect[8],Dselect[8],clk,abus,bbus);
oneWordx32bit R9(dbus,Aselect[9],Bselect[9],Dselect[9],clk,abus,bbus);
oneWordx32bit R10(dbus,Aselect[10],Bselect[10],Dselect[10],clk,abus,bbus);
oneWordx32bit R11(dbus,Aselect[11],Bselect[11],Dselect[11],clk,abus,bbus);
oneWordx32bit R12(dbus,Aselect[12],Bselect[12],Dselect[12],clk,abus,bbus);
oneWordx32bit R13(dbus,Aselect[13],Bselect[13],Dselect[13],clk,abus,bbus);
oneWordx32bit R14(dbus,Aselect[14],Bselect[14],Dselect[14],clk,abus,bbus);
oneWordx32bit R15(dbus,Aselect[15],Bselect[15],Dselect[15],clk,abus,bbus);
oneWordx32bit R16(dbus,Aselect[16],Bselect[16],Dselect[16],clk,abus,bbus);
oneWordx32bit R17(dbus,Aselect[17],Bselect[17],Dselect[17],clk,abus,bbus);
oneWordx32bit R18(dbus,Aselect[18],Bselect[18],Dselect[18],clk,abus,bbus);
oneWordx32bit R19(dbus,Aselect[19],Bselect[19],Dselect[19],clk,abus,bbus);
oneWordx32bit R20(dbus,Aselect[20],Bselect[20],Dselect[20],clk,abus,bbus);
oneWordx32bit R21(dbus,Aselect[21],Bselect[21],Dselect[21],clk,abus,bbus);
oneWordx32bit R22(dbus,Aselect[22],Bselect[22],Dselect[22],clk,abus,bbus);
oneWordx32bit R23(dbus,Aselect[23],Bselect[23],Dselect[23],clk,abus,bbus);
oneWordx32bit R24(dbus,Aselect[24],Bselect[24],Dselect[24],clk,abus,bbus);
oneWordx32bit R25(dbus,Aselect[25],Bselect[25],Dselect[25],clk,abus,bbus);
oneWordx32bit R26(dbus,Aselect[26],Bselect[26],Dselect[26],clk,abus,bbus);
oneWordx32bit R27(dbus,Aselect[27],Bselect[27],Dselect[27],clk,abus,bbus);
oneWordx32bit R28(dbus,Aselect[28],Bselect[28],Dselect[28],clk,abus,bbus);
oneWordx32bit R29(dbus,Aselect[29],Bselect[29],Dselect[29],clk,abus,bbus);
oneWordx32bit R30(dbus,Aselect[30],Bselect[30],Dselect[30],clk,abus,bbus);
oneWordx32bit R31(dbus,Aselect[31],Bselect[31],Dselect[31],clk,abus,bbus);
endmodule;
module oneWordx32bit(dbus,Asel,Bsel,Dsel,clk,abus,bbus);
input [31:0] dbus;
input Asel, Bsel, Dsel, clk;
output [31:0] abus,bbus;
wire dbuff;
wire [31:0] out;
assign dbuff = Dsel & clk;
DFF32 DFF(dbus, dbuff, out);
TriBuffer32 ATriB(out,Asel,abus);
TriBuffer32 BTriB(out,Bsel,bbus);
endmodule
module TriBuffer32(A,EN,Q);
input [31:0] A;
input EN;
output reg [31:0] Q;
always @(*)
begin
if(EN == 1'b1) Q = A;
else Q = 32'bzzzzzzzzzzzzzzzzzzzzzzzzzzzzzzzz;
end
endmodule;
module SignEx(A,Q);
input [15:0] A;
output [31:0] Q;
assign Q[15:0] = A[15:0];
assign Q[16] = A[15];
assign Q[17] = A[15];
assign Q[18] = A[15];
assign Q[19] = A[15];
assign Q[20] = A[15];
assign Q[21] = A[15];
assign Q[22] = A[15];
assign Q[23] = A[15];
assign Q[24] = A[15];
assign Q[25] = A[15];
assign Q[26] = A[15];
assign Q[27] = A[15];
assign Q[28] = A[15];
assign Q[29] = A[15];
assign Q[30] = A[15];
assign Q[31] = A[15];
endmodule;
```
==> qor.csv <==
stage,metric,value,unit
die,die x size,102,um
drt,1st-pass router iterations,4,
setup_path,Worst Setup End Kind,output port,
clocking,cts hold-fix bufs,0,
timing,Sum Neg Setup Slack,0,ps
clocking,CTS Sinks,61,
grt,gr usage total,0.105,
placed_design,routability cong.,0.760,
timing,Slew headroom,0.465,
setup_path,worst r2r src,ImmOut.Q$_DFF_P_,
placed_design,"worst slack, placed",1140,ps
drt,DRC violations left,0,
placed_design,number of port buffers,86,
setup_path,CP required,2800,ps
timing,Max Freq,367,MHz
timing,unrepaired setup endpoints after global routing,false,
grt,via count of the first global-routing pass,1751,
die,Die Ht,102,um
grt,initial antenna violation count,0,
clocking,CTS Buffer Depth,2,
timing,worst slew pin tran,801,ps
yosys,"top cells by count, synth","80 x buf_4, 61 x dfxtp_1, 27 x nand2_1",
setup_path,reg-to-reg critical path endpoint,DBusFF.Q[14]$_DFF_P_,
drt,Via density,4.14,
yosys,flip-flops with a built-in enable,0,
timing,endpoints failing setup,0,
grt,wire length of the first global-routing pass,8260,um
drt,DR iter-0 viols,162,
drt,antenna fix cells,0,
yosys,"count leader, synth",buf_4,
drt,via count,2082,
setup_path,R2R cell count,6,
clocking,CTS Root Cell,clkbuf_8,
timing,min Tclk post-route,2720,ps
grt,grt total ovfl,0,
layout,share of post-route cells with drive strength above 1,0.0730,
yosys,"top cells, area","dfxtp_1 41%, buf_4 20%, nand2_1 3.4%, xnor2_1 2.9%, o21ai_0 2.8%",
yosys,Post-Syn Area,0.00299,mm2
yosys,ys async rst share,0,
status,status,completed,
timing,clock skew after layout,11.2,ps
timing,setup ws final,778,ps
clocking,post-CTS setup buffers,0,
worst_hold_path,HP Class,flop to flop,
grt,pin count of the biggest net entering global routing,21,
layout,layout filler cell count,983,
drt,ANT nets after route,0,
die,FP Util,0.308,
power_and_ir_drop,Static Leak,1.50,nW
die,Std-Cell Rows,36,
yosys,post-synthesis sequential area ratio,0.408,
yosys,"Chip Area, Yosys",0.00299,mm2
timing,Final Hold Vio Count,0,
yosys,post-synth top area share,0.408,
setup_path,Register-to-Register Setup Slack,1130,ps
setup_path,Critical Path AT,2020,ps
clocking,post-CTS sizing,0,
yosys,cells after synthesis,325,
yosys,main flop type,dfxtp_1,
worst_hold_path,HP Start,IF.Q[8]$_DFF_P_,
drt,"wirelength, routed",5450,um
timing,fin crit share,0.778,
yosys,Mapped Avg Cell Area,9.21,um2
yosys,dominant cell type by area after synthesis,dfxtp_1,
worst_hold_path,hold path depth,0,
clocking,H-tree depth,3,
die,core area,0.00973,mm2
drt,average wire per standard cell,10.8,um
clocking,clock-pin slew on the worst setup and hold paths,80,ps
power_and_ir_drop,Pwr Density,412,mW/mm2
clocking,Latency at later pin,350,ps
placed_design,Detailed Place HPWL,4070,um
yosys,Post-synth regs,61,
yosys,ys cells,325,
power_and_ir_drop,VDD IR max,208,uV
setup_path,critical path class,flop to output port,
setup_path,worst-path fanout max,19,
die,full die area,0.0104,mm2
timing,max-slew violation count,0,
yosys,synth warn,64,
die,I/O pins,129,
layout,Syn-to-layout area delta,23.6,%
setup_path,startpoint type of the worst setup path,flop,
job,Max Cap Viol,0,
clocking,Num CTS Buffers,9,
clocking,TritonCTS clock tree,built,
worst_hold_path,Hold Path End,DFFSignEx.Q[8]$_DFF_P_,
yosys,Cell Type Count,56,
job,Log Warnings,35,
## critical path, cell delays in order, from the launching register on
cell and delay (ps):
dfxtp_1 590, buf_4 290, and2_1 270, clkdlybuf4s50_1 530
## state kept, by name (all words and copies together), names as in the netlist
register,cells
IF.Q,22
SOut.Q,3
DBusFF.Q,18
DFFSignEx.Q,16
ImmOut.Q,1
CinOut.Q,1
## stage by stage
| stage | cell area (um2) | util | cells | total power, mW | hold WS (ps) |
|---|---|---|---|---|---|
| floorplan | 3110 | - | 356 | 0.866 | 310 |
| global placement | 3490 | 0.359 | 487 | 0.905 | 313 |
| detailed placement | 3490 | 0.359 | 487 | 0.907 | 312 |
| CTS | 3700 | 0.380 | 503 | 1.55 | 317 |
| global route | 3700 | 0.380 | 503 | 1.60 | 327 |
| finish | 3700 | 0.380 | 503 | 1.52 | 319 |
## worst max-delay path by stage
stage	startpoint	end	slack, ps	cells past startpoint
4_1_cts	ImmOut.Q$_DFF_P_	bbus[4]	750	3
5_1_grt	ImmOut.Q$_DFF_P_	bbus[22]	640	3
6_report	ImmOut.Q$_DFF_P_	bbus[4]	780	3
## layer usage
metal | wire, um | share of wire | vias up | track usage
met5 | 0 | 0 | - | 0
met4 | 90 | 0.017 | 0 | 0.0176
met3 | 445 | 0.082 | 9 | 0.0334
met2 | 2540 | 0.47 | 89 | 0.174
met1 | 2370 | 0.44 | 915 | 0.139
li1 | - | - | 1069 | -
## cell usage in the layout (no fill, tap or decap), drive strengths merged, types with 8 or more instances in the layout
| cell type | count |
|---|---|
| clkdlybuf4s50 | 86 |
| dfxtp | 61 |
| conb | 32 |
| nand2 | 28 |
| o21ai | 17 |
| nor2 | 12 |
| inv | 12 |
| xnor2 | 10 |
| clkbuf | 10 |
| xor2 | 9 |
| and2 | 8 |
## logic make-up after synthesis
group | synth area share
xor gates and xnor gates | 0.0556
buffers and inverters | 0.233
other | 0.00125
DFF | 0.408
AOI/OAI and AO/OA | 0.142
and+or+nand+nor | 0.160
## power by group
group	internal (mW)	total [mW]	leakage, nW	switching [mW]
combinational	0.0886	0.133	0.900	0.0439
sequential	0.729	0.756	0.508	0.0279
clock	0.352	0.636	0.0955	0.284
## cell type report
type / instances / area (um2) / share of cell area
inverter: 10 / 37.5 / 0.0101
tap: 133 / 166 / 0.0450
clock buffer: 10 / 138 / 0.0372
sequential: 61 / 1220 / 0.330
multi-input combinational: 195 / 1190 / 0.322
clock inverter: 6 / 70.1 / 0.0189
timing repair buffer: 88 / 876 / 0.237
No activity file was given, so power comes from the tool's default toggle rates.
